==> config.mk <==
export PLATFORM = sky130hd
export DESIGN_NAME = exe_unit_w47
export DESIGN_NICKNAME = exe_unit_w47
export VERILOG_FILES = /design/flow/design.v
export SDC_FILE = /design/flow/constraint.sdc
export NUM_CORES = 4
export LEC_CHECK = 1
export CORE_AREA = 10 10 82 82
export DIE_AREA = 0 0 92 92
==> constraint.sdc <==
current_design exe_unit_w47

set clk_period 1.0
set clk_io_pct 0.2

create_clock -name clk0 -period $clk_period [get_ports {i_clk}]

set non_clock_inputs [all_inputs -no_clocks]
set_input_delay [expr $clk_period * $clk_io_pct] -clock clk0 $non_clock_inputs
set_output_delay [expr $clk_period * $clk_io_pct] -clock clk0 [all_outputs]
==> design.v <==
module exe_unit_w47( i_argA, i_argB, i_oper, i_clk, i_rsn, o_result , o_status);
	parameter MBIT = 4;
	parameter NBIT = 2;
	input logic 		i_clk;
	input logic 		i_rsn;
	input logic [MBIT-1:0] i_argA;
	input logic [MBIT-1:0] i_argB;
	input logic [NBIT-1:0] i_oper;
	output logic [MBIT-1:0] o_result;
	output logic [3:0] 	o_status; 	
	logic [MBIT-1:0] s_result;
	logic 	ERROR;
	logic 	ODD;
	logic 	ZERO;
	logic 	NEG;
	int i;
	initial begin 
		o_status = '0;
		ERROR 	=	 0;
		ODD 	=	 0;
		ZERO 	=	 0;
		NEG 	=	 0;
		s_result 	= 'x;
	end
	always_comb 
	begin 
		s_result = 'x;		
		ODD = 0;	 
		ERROR = 0;
		case (i_oper)
			2'b00 :	begin 
					s_result = i_argB;			 
			      		s_result[MBIT-1] = ~i_argB[MBIT-1];
				end
			2'b01 : begin 						 
					if ((i_argA << 1) >= (i_argB << 1))	 
					begin
						if (i_argA[MBIT-1]==0)
						begin
							s_result = i_argA;
						end
						else if ((i_argB[MBIT-1]==0) & ((i_argA[MBIT-1])==1) | (i_argA[MBIT-1]==0))
						begin
							s_result = i_argB;
						end 
						else 
						begin
							s_result = '0;
						end
					end
					else if ((i_argA << 1) < (i_argB << 1))	 
					begin 
						if ((i_argA[MBIT-1] == 0) & (i_argB[MBIT-1] == 0))
						begin
							s_result = i_argB;
						end
						else if ((i_argA[MBIT-1] == 0) & (i_argB[MBIT-1] == 1))
						begin
							s_result = i_argA; 
						end
						else 
						begin	
							s_result = '0;
						end
					end 
					else 
					begin
						s_result = '0;
					end
				end
			2'b10 : begin	
					s_result =  'x;			 
				if (i_argB[MBIT-1] == 1 )
				begin 			
				s_result = '0;
				ERROR = 1; 			 
				end
				else if (i_argB[MBIT-1] == 0) 
				begin
					if (i_argB < MBIT)
						begin
						s_result = i_argA;
						s_result[i_argB] = 0;
						end
					else  if (i_argB >= MBIT)
						begin
						s_result = '0;
						ERROR = 1;			 
						end 
					else 
						begin
						s_result = 'x;			 
						end
				end
				end		
			2'b11 : begin 			
						s_result = 'bx;			 
					if (i_argA[MBIT-1] == 0)  
						begin		
						s_result = i_argA;
						end
					else if ((i_argA[MBIT-1] == 1) & ((i_argA << 1) == '0))  
						begin
						s_result = 'bx;			 
						ERROR = 1;			 
						end 
					else if (i_argA[MBIT-1] == 1)
						begin
						s_result = (i_argA - 'b1);
						s_result[MBIT-1] = ~i_argA[MBIT-1];
						s_result = ~s_result;
						end
					else 
						begin
						s_result = 'x;			 
						end
				end
		      default : s_result = 'x;  
		endcase
	if (s_result == '0 )
		begin 
		ZERO = 1'b1;
		end
	else if (s_result != '0)
		begin
		ZERO = 0;
		end
	else 
		begin
		ZERO = 0; 
		end	
	if (s_result[MBIT-1] == 1)
		begin
		NEG = 1'b1;
		end
	else if (s_result[MBIT-1] != 1)
		begin 
		NEG = 0;
		end
	else 
		begin 
		NEG = 0;
		end
	for (i = 0; i <MBIT; i = i+1 )
	begin
		if (s_result[i] == 1)
			begin
			ODD = ~ODD;	
			end
		else if (s_result[i] != 1)
			begin
			ODD = ODD;
			end
		else 
			begin 
			ODD = ODD;
			end
	end
	end
	always @(posedge i_clk,negedge i_rsn)
	begin 
		if (i_rsn == 0) 
		begin 
			o_status = '0;
			o_result = '0;
		end 
		else 
		begin 
			o_result <= s_result;
			o_status <= {ERROR, ODD, ZERO, NEG};
		end
	end
endmodule
==> run.sh <==
#!/bin/bash
# OpenROAD 26Q1-2900-gdf79404cd8, Yosys 0.63+post, stock flow scripts
make -C /OpenROAD-flow-scripts/flow DESIGN_CONFIG=/design/flow/config.mk WORK_HOME=/design/flow/orfs finish
==> results.tsv <==
metric	value	unit
path_max_fanout	3	
cp.arrival	2.06	ns
cts.hold.buffers_added	0	
power.total	0.00137	W
final-setup-viol-count	8	
seq_area	200	um^2
fin_crit_sh	196	%
globalRoute.totalOverflow	0	
cts_tree	done	
stdcell_count	198	
dp_hpwl	1600	um
edf_count	0	
synthCells	73	
drt_wl_total	1920	um
leakage	0.619	nW
clock_path_buffers	2	
syn2layout_area_growth	121	%
yosys.cell_count.top_type	dfrtp_1	
pin_count	20	
place_congestion	0.746	
grt_pass1_wl	3320	um
grt_pass1_vias	749	
max-cap-violations	0	
topCellsByArea	dfrtp_1 (30%), ha_1 (13%), inv_1 (3.9%)	
numCtsBuffers	3	
grt_max_degree	10	
violations	negative setup slack	
yosys.area.top_type	dfrtp_1	
drc	0	
peakVddDrop	0.446	mV
wl_per_cell	9.67	um
final-comb-area	622	um^2
ys_types	37	
warnings	29	
grt.total_usage	4.55	%
crit_path_end_kind	flop	
stdcell_area	1480	um^2
nFillCells	527	
slew_viol_final	0	
avgSynthCellArea	9.20	um^2
cts_htree_levels	1	
top_area_share	29.8	%
clk_pin_slew	0.04	ns
synth-async-reset-ratio	100	%
antenna_found_initial	0	
hold_viol	0	
ff_type	dfrtp_1	
crit_type	input port to flop	
ys_area	672	um^2
dr.pass1.iters	5	
vias_per_cell	3.72	
dpl.cell_count	189	
antenna_cells	0	
initial_core_util	13.2	%
tightest_slew	0.550	ns
worstPathRequired	1.10	ns
pre_cts_ws	-1.77	ns
fin_crit	1.96	ns
yosys_warnings	1	
port_buffers	19	
ys_cells	73	
drt.antenna.violating_nets	0	
slew_headroom	63.0	%
outcome	complete, but fails checks	
drt_iter0_markers	37	
synthTopCellsByCount	dfrtp_1 (8), ha_1 (7), inv_1 (7)	
clock_sinks	8	
dpl_cell_area	1330	um^2
core_region_area	5070	um^2
fp.dieW	92	um
dieHeight	92	um
syn_area	672	um^2
layout-drive-gt1-share	57.0	%
startpoint_type	input port	
vias	736	
cts_root_buf	clkbuf_8	
power_density	927	nW/um^2
chip_area	8460	um^2
setup_slack	-0.960	ns
fmax	0.510	GHz
row_count	26	
rsz0062_at_grt	true	
ys_ff	8	
postSynthSeqShare	29.8	%
min_path_type	input port to async pin	
[cell usage in the layout (no fill, tap or decap), drive strengths merged]
cell type      Yosys  layout
inv                7       7
nand4b             1       1
o31ai              1       1
nor3b              1       1
a21o               1       1
xnor2              3       3
dfrtp              8       8
clkdlybuf4s50      0       2
and3               1       1
a31oi              2       2
nand4              1       1
dlygate4sd2        0       3
and2               1       1
nor4               1       1
o211a              1       1
a2111oi            1       1
nor3               2       2
ha                 7       7
nor2b              1       1
nand3              3       3
mux2i              1       1
o32ai              1       1
nand2              4       4
nand2b             2       2
buf                2      42
a211o              1       1
o21a               1       1
a21oi              2       2
a21bo              1       1
or3                2       2
nor2               4       4
o211ai             1       1
o221a              1       1
clkdlybuf4s15      0       8
o221ai             1       1
clkbuf             1       3
a21boi             1       1
o21ai              4       4
[cell families (layout without fill, tap and decap cells)]
family | count (synthesis) | count (layout) | share of synthesized area [%]
AND-OR/OR-AND | 20 | 20 | 23.8
XOR/XNOR | 3 | 3 | 3.91
buffers and inverters | 10 | 65 | 6.89
AND/OR/NAND/NOR | 24 | 24 | 21.0
multiplexers | 1 | 1 | 1.49
flip-flops | 8 | 8 | 29.8
adder cells (fa/ha/maj) | 7 | 7 | 13.0
[critical path, cell delays in order]
cell and delay [ns]:
buf_12 0.11, inv_12 0.04, ha_4 0.19, a21o_1 0.20, a31oi_4 0.19, mux2i_4 0.30
a21oi_2 0.10, o31ai_4 0.24, ha_4 0.25, xnor2_2 0.12, xnor2_1 0.13
[path summary, 6_finish.rpt]
kind | from | to | depth (start not counted)
max in group asynchronous | i_rsn | o_result[0] | 1
setup / recovery | i_argB[2] | o_status[2] | 11
min in group clk0 | i_argB[2] | o_result[2] | 4
hold / removal | i_rsn | o_result[3] | 1
[registers in the layout, summed over array words and instances, names as in the netlist]
signal,cells
o_result,4
o_status,4
[where the power goes]
part | switching (W) | leakage (nW) | internal [W] | total (W)
Clock | 0.000104 | 0.0216 | 0.000259 | 0.000362
Combinational | 0.000248 | 0.497 | 0.000388 | 0.000636
Sequential | 0.00000840 | 0.100 | 0.000367 | 0.000376
[per-layer routing]
layer | up-vias | share of wire [%] | track usage, %
li1 | 379 | - | -
met1 | 340 | 42 | 5.58
met2 | 15 | 49 | 7.65
met3 | 2 | 7.3 | 1.48
met4 | 0 | 1.1 | 0.900
met5 | - | 0 | 0
[final cells by class]
type	count	share of cell area, %
clock buffers	3	2.78
inverters	7	3.46
multi-input cells	55	41.9
flip-flops and latches	8	13.5
well taps	70	5.91
repair buffers	55	32.4
[through the flow]
stage | hold WS [ns] | TNS (ns) | util [%]
finish | 0.240 | -5.00 | 29.2
detailed placement | 0.477 | -10.48 | 26.2
global placement | 0.478 | -10.37 | 26.2
CTS | 0.242 | -5.60 | 29.0
floorplan | -0.0956 | -3.97 | -
global route | 0.269 | -5.59 | 29.2
[what timing repair did]
action | 4_1_cts | 5_1_grt
pin swaps | 19 | 16
buffers inserted | 8 | 4
gates resized | 58 | 11
cloned | 0 | 0
endpoints found under the setup margin | 16 | 8
Power and IR drop assume default switching activity.
